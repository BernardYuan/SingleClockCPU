==> design.v <==
`timescale 1ns/1ps
module RegFile(
	input wire clk,
	input wire RegWrite,
	input wire [4:0] R1,
	input wire [4:0] R2,
	input wire [4:0] W1,
	input wire [31:0] WData1,
	output reg [31:0] RDate1,
	output reg [31:0] RData2
	);
	reg[31:0] Regs[31:0];
	always@(posedge clk) begin
		if(RegWrite) begin
			Regs[W1]<=WData1;
		end
		RData1<=Regs[R1];
		RData2<=Regs[R2];
	end
endmodule
==> config.mk <==
export PLATFORM = sky130hd
export DESIGN_NAME = RegFile
export DESIGN_NICKNAME = RegFile
export VERILOG_FILES = /design/flow/design.v
export SDC_FILE = /design/flow/constraint.sdc
export NUM_CORES = 4
export LEC_CHECK = 1
export CORE_UTILIZATION = 30
==> constraint.sdc <==
current_design RegFile

set clk_period 5.4
set clk_io_pct 0.2

create_clock -name clk0 -period $clk_period [get_ports {clk}]

set non_clock_inputs [all_inputs -no_clocks]
set_input_delay [expr $clk_period * $clk_io_pct] -clock clk0 $non_clock_inputs
set_output_delay [expr $clk_period * $clk_io_pct] -clock clk0 [all_outputs]
==> run.sh <==
#!/bin/bash
# OpenROAD 26Q1-2900-gdf79404cd8, Yosys 0.63+post, stock flow scripts
make -C /OpenROAD-flow-scripts/flow DESIGN_CONFIG=/design/flow/config.mk WORK_HOME=/design/flow/orfs finish
==> results_dict.tcl <==
# flow metrics
set metrics [dict create \
    run_status "finished, final reports clean" \
    yosysWarnings 35 \
    grt-ovfl-total 0 \
    hpwl_um 54290 \
    tritoncts "done" \
    globalplace.congestion 0.8057 \
    synth_flops 1056 \
    rsz0062_at_grt "false" \
    leakagePower_nw 16.20 \
    final_util_pct 35.37 \
    grt_max_degree 89 \
    synthesis.area_um2 40730 \
    drv_slew 0 \
    relSlewSlack_pct 43.91 \
    io_pins 113 \
    ir_drop_mv 0.3169 \
    via_per_inst 4.788 \
    clk_pin_slew_worst_paths_ps 60 \
    port_buffers 75 \
    post_drt_wl_per_cell_um 22.61 \
    numCtsBuffers 107 \
    layout_top_cells "edfxtp_1 (1024), mux2i_1 (512), clkbuf_16 (109)" \
    setup_viol 0 \
    layout_top_cell "edfxtp_1" \
    post-route-period-util_pct 58.62 \
    synth.distinct_cells 26 \
    placed_cell_area_um2 44060 \
    tightestPinTransition_ps 839.4 \
    cp-start-kind "primary input" \
    worstSkewPairLatency_ps 680 \
    yosys.stat.seqShare_pct 77.07 \
    hold_ws_ps 606.4 \
    synth_area_per_cell_um2 17.76 \
    postLayoutCellArea_um2 47450 \
    p_per_area_nw_per_um2 361.1 \
    fin_crit_ps 3165 \
    h-tree-depth 3 \
    drc_errors 0 \
    chip_area_um2 137200 \
    total_power_mw 17.13 \
    netlist_instances 2293 \
    vias 20670 \
    num_rows 134 \
    ant_nets 0 \
    cts_resized 0 \
    grt_pass1_vias 21660 \
    cp_max_fo 21 \
    clock-sinks 1056 \
    initCoreUtil_pct 30.37 \
    grt_antenna_before_repair 5 \
    core_um2 134100 \
    yosys_cells 2293 \
    max_freq_mhz 315.9 \
    drtIter0Drc 1170 \
    clockBufferDepth 3 \
    hold_path_class "reg -> reg" \
    fp.dieH_um 370.5 \
    layout-drive-gt1-share_pct 11.35 \
    grt_pass1_wl_um 142100 \
    yosys-stat-area_um2 40730 \
    critPathKind "in -> reg" \
    drtPass1Iterations 5 \
    grt_usage_pct 15.22 \
    area_growth_pct 16.49 \
    endpoint_kind "flip-flop" \
    die-width_um 370.5 \
    hold_violations 0 \
    critPathArrivalTime_ps 3480 \
    setup_tns_ps 0 \
    wirelength_um 97570 \
    openroad.warnings 31 \
    crit_required_ps 5710 \
    hold_buffers 0 \
    cts_setup_buffers 0 \
    cap_violations 0 \
    fin_skew_ps 18.46 \
    root_buffer "clkbuf_16" \
]
-- power breakdown --
part	leakage [nW]	internal (mW)	switching (mW)
clock network	1.65	4.11	2.98
logic	5.06	0.336	0.548
registers	9.49	9.11	0.0475
-- critical path: stages --
cell and delay [ps]:
clkdlybuf4s50_1 630, or3b_2 610, nor2_4 590, buf_4 530
-- area by class of cell --
cell class | instances | area [um2]
Antenna cell | 1 | 2.502
Clock buffer | 164 | 3044
Clock inverter | 39 | 342.8
Fill cell | 12350 | 86680
Multi-Input combinational cell | 1109 | 8730
Sequential cell | 1056 | 31390
Tap cell | 1768 | 2212
Timing Repair Buffer | 179 | 1724
-- cells by family after synthesis --
group,after synthesis,synth area share [%]
mux,512,12.58
flops,1056,77.07
compound gates,288,4.817
simple gates,277,3.081
buf+inv,159,2.439
other cells,1,0.009207
-- registers in the layout, summed over array words and instances, names as in the netlist --
signal	count
RData2	32
Regs	1024
-- final timing paths --
path                              start                     to  slack (ps)  depth (start not counted)
hold / removal    Regs[10][8]$_DFFE_PP_      RData2[8]$_DFF_P_         610                          4
setup reg to reg  Regs[2][10]$_DFFE_PP_     RData2[10]$_DFF_P_        3980                          5
hold reg to reg   Regs[10][8]$_DFFE_PP_      RData2[8]$_DFF_P_         610                          4
setup / recovery                  W1[3]  Regs[11][2]$_DFFE_PP_        2230                          4
-- cells in the mapped netlist --
cell | count | area (um2)
buf_1 | 5 | 18.77
nand2b_1 | 2 | 12.51
and2_1 | 1 | 6.260
nor3_1 | 32 | 160.2
nor2b_1 | 1 | 6.260
or3_1 | 1 | 6.260
mux2i_1 | 512 | 5125
buf_2 | 26 | 130.1
a31oi_1 | 32 | 200.2
a21oi_1 | 96 | 480.5
buf_6 | 15 | 168.9
conb_1 | 1 | 3.750
a22oi_1 | 96 | 720.7
nor2_1 | 34 | 127.6
edfxtp_1 | 1024 | 30750
clkbuf_4 | 2 | 15.01
dfxtp_1 | 32 | 640.6
nand3b_1 | 5 | 37.54
a22o_1 | 64 | 560.5
nand3_1 | 98 | 490.5
or3b_2 | 3 | 26.28
or2_2 | 1 | 6.260
clkbuf_1 | 46 | 172.7
buf_4 | 65 | 488.0
and2b_1 | 1 | 7.510
nand2_1 | 98 | 367.9
-- metrics by stage --
step | cells | setup slack (ps)
4_1_cts | 4315 | 2260
3_3_place_gp | 4112 | 1575
2_1_floorplan | 2324 | 1886
3_5_place_dp | 4112 | 1528
6_report | 4316 | 2235
5_1_grt | 4316 | 2164
-- per-layer routing --
layer | vias up | global-route usage [%] | share of wire, % | wire length [um]
li1 | 9363 | - | - | -
met1 | 10010 | 17.95 | 35 | 34610
met2 | 1121 | 22.89 | 47 | 45550
met3 | 157 | 10.71 | 15 | 14650
met4 | 12 | 3.593 | 2.7 | 2619
met5 | - | 0.6993 | 0.15 | 147
Power is estimated from default activity; no workload was simulated.
