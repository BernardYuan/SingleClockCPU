$ cat /design/flow/design.v
`timescale 1ns/1ps
module mux2to1b5(
	input wire [4:0]A,
	input wire [4:0]B,
	input wire op,
	output wire [4:0]C);
	assign C[0]=op?B[0]:A[0];
	assign C[1]=op?B[1]:A[1];
	assign C[2]=op?B[2]:A[2];
	assign C[3]=op?B[3]:A[3];
	assign C[4]=op?B[4]:A[4];
endmodule
module mux2to1b32(
	input wire [31:0]A,
	input wire [31:0]B,
	input wire op,
	output wire [31:0]C);
	assign C[0]=op?B[0]:A[0];
	assign C[1]=op?B[1]:A[1];
	assign C[2]=op?B[2]:A[2];
	assign C[3]=op?B[3]:A[3];
	assign C[4]=op?B[4]:A[4];
	assign C[5]=op?B[5]:A[5];
	assign C[6]=op?B[6]:A[6];
	assign C[7]=op?B[7]:A[7];
	assign C[8]=op?B[8]:A[8];
	assign C[9]=op?B[9]:A[9];
	assign C[10]=op?B[10]:A[10];
	assign C[11]=op?B[11]:A[11];
	assign C[12]=op?B[12]:A[12];
	assign C[13]=op?B[13]:A[13];
	assign C[14]=op?B[14]:A[14];
	assign C[15]=op?B[15]:A[15];
	assign C[16]=op?B[16]:A[16];
	assign C[17]=op?B[17]:A[17];
	assign C[18]=op?B[18]:A[18];
	assign C[19]=op?B[19]:A[19];
	assign C[20]=op?B[20]:A[20];
	assign C[21]=op?B[21]:A[21];
	assign C[22]=op?B[22]:A[22];
	assign C[23]=op?B[23]:A[23];
	assign C[24]=op?B[24]:A[24];
	assign C[25]=op?B[25]:A[25];
	assign C[26]=op?B[26]:A[26];
	assign C[27]=op?B[27]:A[27];
	assign C[28]=op?B[28]:A[28];
	assign C[29]=op?B[29]:A[29];
	assign C[30]=op?B[30]:A[30];
	assign C[31]=op?B[31]:A[31];
endmodule
$ cat /design/flow/run.sh
#!/bin/bash
# OpenROAD 26Q1-2900-gdf79404cd8, Yosys 0.63+post, stock flow scripts
make -C /OpenROAD-flow-scripts/flow DESIGN_CONFIG=/design/flow/config.mk WORK_HOME=/design/flow/orfs finish
$ cat /design/flow/config.mk
export PLATFORM = sky130hd
export DESIGN_NAME = mux2to1b32
export DESIGN_NICKNAME = mux2to1b32
export VERILOG_FILES = /design/flow/design.v
export SDC_FILE = /design/flow/constraint.sdc
export NUM_CORES = 4
export LEC_CHECK = 1
export CORE_AREA = 10 10 70 70
export DIE_AREA = 0 0 80 80
$ cat /design/flow/constraint.sdc
current_design mux2to1b32

set clk_period 1.0
set clk_io_pct 0.2

create_clock -name clk0 -period $clk_period

set non_clock_inputs [all_inputs -no_clocks]
set_input_delay [expr $clk_period * $clk_io_pct] -clock clk0 $non_clock_inputs
set_output_delay [expr $clk_period * $clk_io_pct] -clock clk0 [all_outputs]
==> qor.txt <==
Flop count - 0
Seq share, synth - 0%
Yosys stat cell total - 36
Die Y - 80 um
Clkbuf count - 0
Setup TNS - -2.33 ns
Register share of total power - 0%
WL final - 2.76 mm
Post-CTS setup repair buffer count - 0
Pleak - 0.844 nW
Core area - 3420 sq um
Routed via count - 689
Relative slew slack - 95.8%
Hold Path End - C[7]
Seq. cell area - 0 sq um
GRT Util Overall - 7.76%
Unrepaired setup endpoints after global routing - yes
Critical Path AT - 0.88 ns
Die width - 80 um
CP Launch Type - input port
Sw power - 0.000135 W
Sw Ratio - 22.3%
FP Rows - 21
Vias in the first global route - 765
Most frequent logic cell in the layout - dlygate4sd2_1
Int Pwr - 0.000470 W
Final WS setup - -0.0830 ns
Wire per inst - 15.2 um
Yosys cell types - 4
Hold Crit Depth - 3
Final tally of hold violations - 0
Worst hold start - A[7]
Post-synthesis cell area - 544 sq um
Via-to-Cell Ratio - 3.81
Final Setup Violations - 32
Failing checks - negative setup slack
Syn Area/Cell - 15.1 sq um
Cell Pwr Density - 391 nW/um^2
Pre-antenna DRT Iters - 2
YS chip area - 544 sq um
Power share of the clock group - 0%
Drc violations - 0
Log Warnings - 34
Synth Warn # - 0
Crit path kind - input port to output port
Diode count - 0
Hold Path Class - input port to output port
Pre-CTS setup slack - -0.506 ns
Cycle use final - 108%
Initial Util - 15.9%
Fin util - 45.3%
Fillers - 354
Initial antenna violation count - 0
Antenna viol nets, final - 0
Crit path max fanout - 6
CP endpoint kind - output port
Most frequent logic cells in the routed design - 64 x dlygate4sd2_1, 32 x mux2_4, 19 x buf_6
Fraction of layout cells with a size suffix above 1 - 52.6%
Crit path DRT - 0.80 ns
Status - finished with violations
Post-Synthesis Cells - 36
I/O pin count - 97
Final slew viol count - 0
I/O Buffers - 97
DIE AREA - 6400 sq um
Layout area overhead - 184%
Tmin final - 1.08 ns
Largest net degree at the start of global routing - 7
Fmax - 0.923 GHz
Worst VDD drop - 0.149 mV
Remaining Overflow, GRT - 0
DP HPWL - 2.42 mm
First-pass GRT wire length - 4.10 mm
Combinational share of power - 100.0%
Routability cong. - 0.776
Worst-margin pin slew - 0.0624 ns
Max cap viols - 0
Iter 0 DRT Violations - 3
Setup crit start - op
synthesized netlist by cell type (all sizes together):
cell type | n | share of area (%)
buf | 4 | 13
mux2 | 32 | 87
how the worst max path moves through the flow:
stage,to,slack [ns]
finish,C[12],-0.08
global route,C[2],-0.10
CTS,C[17],-0.09
metrics by stage:
step,hold slack [ns],cell area [sq um],cells,power [W]
finish,0.794,1550,181,0.000605
global placement,1.36,1520,177,0.000648
global route,0.805,1550,181,0.000648
CTS,0.797,1550,181,0.000619
detailed placement,1.35,1520,177,0.000651
floorplan,0.498,544,36,0.000206
timing repair:
item / 4_1_cts / 5_1_grt
cloned: 4 / 0
hold endpoints to repair: 0 / 0
resized: 194 / 0
hold buffers: 0 / 0
setup endpoints to repair: 32 / 32
cell type report:
cell class	instances	area, sq um	area share (%)
repair buffers	103	1010	65.2
multi-input cells	32	480	31.0
well taps	46	57.6	3.72
power by group through the flow:
stage / sequential (W) / clock, W / combinational (W)
CTS: 0 / 0 / 0.000619
global route: 0 / 0 / 0.000648
finish: 0 / 0 / 0.000605
worst max-delay path: stages:
cell and delay, ns:
buf_12 0.13, buf_16 0.14, mux2_4 0.29, buf_6 0.11
per-layer routing:
metal	global-route usage [%]	vias to the layer above	wire length (um)
met3	3.18	0	330
met2	14.3	51	1350
met1	8.57	298	1080
met5	0	-	0
li1	-	340	-
met4	0	0	0
cells by family (layout without fill, tap and decap cells):
group    Yosys count  in the layout  synth area share [%]
buf+inv            4            103                  13.1
mux               32             32                  86.9
Power and IR drop assume default switching activity.
