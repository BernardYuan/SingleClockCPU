### design/flow/design.v
`timescale 1ns/1ps
module ALU(
	input wire [31:0] A,
	input wire [31:0] B,
	input wire [1:0] op,
	output wire [31:0] res,
	output wire zero
);
	wire sf, cs, of;
	CLA32bits m0(A,B,op[0],res,sf,cf,of);
	nand(zero, res[0],res[1],res[2],res[3], res[4],res[5],res[6],res[7], res[8],res[9],res[10],res[11], res[12],res[13],res[14],res[15], res[16],res[17],res[18],res[19], res[20],res[21],res[22],res[23], res[24],res[25],res[26],res[27], res[28],res[29],res[30],res[31]);
endmodule
`timescale 1ns / 1ps
module CLA(
	input wire [3:0] p,
	input wire [3:0] g,
	input wire c,
	output wire [4:1] carry,
	output wire pp,
	output wire gg
    );
	wire m0;
	wire [1:0]m1;
	wire [2:0]m2;
	wire [2:0]m3;
	wire m4;
	and (m0, p[0], c);
	or (carry[1], m0, g[0]);
	and (m1[0], p[1], g[0]);
	and (m1[1], p[1], p[0], c);
	or (carry[2], g[1], m1[0], m1[1]);
	and (m2[0], p[2], g[1]);
	and (m2[1], p[2], p[1], g[0]);
	and (m2[2], p[2], p[1], p[0], c);
	or (carry[3], g[2], m2[0], m2[1], m2[2]);
	and(m3[0],p[3],g[2]);
	and(m3[1],p[3],p[2],g[1]);
	and(m3[2],p[3],p[2],p[1],g[0]);
	or(gg, g[3], m3[0], m3[1], m3[2]);
	and(pp,p[3], p[2], p[1], p[0]);
	and(m4, c, pp);
	or(carry[4],gg, m4);
endmodule
`timescale 1ns / 1ps
module CLA16bits(
	input wire [15:0] A,
	input wire [15:0] B,
	input wire c,
	output wire  [15:0]sum,
	output wire [16:1] carry
    );
	wire [3:0] pp;
	wire [3:0] gg;
	wire [4:1] mc;
	wire [16:1] mmc;
	wire p;
	wire g;
	assign carry[4]=mc[1];
	assign carry[8]=mc[2];
	assign carry[12]=mc[3];
	assign carry[16]=mc[4];
	assign carry[3:1] = mmc[3:1];
	assign carry[7:5] = mmc[7:5];
	assign carry[11:9]= mmc[11:9];
	assign carry[15:13]=mmc[15:13]; 
	CLA4bits c4b0(A[3:0], B[3:0], c, sum[3:0], mmc[4:1], pp[0], gg[0]);
	CLA4bits c4b1(A[7:4], B[7:4], carry[4],sum[7:4], mmc[8:5], pp[1], gg[1]);
	CLA4bits c4b2(A[11:8], B[11:8], carry[8], sum[11:8], mmc[12:9], pp[2], gg[2]);
	CLA4bits c4b3(A[15:12], B[15:12], carry[12], sum[15:12], mmc[16:13], pp[3], gg[3]);
	CLA cla0(pp, gg, c, mc, p, g);
endmodule
`timescale 1ns / 1ps
module CLA32bits(
	input wire [31:0] A,
	input wire [31:0] B,
	input wire op,
	output wire [31:0] sum,
	output wire sf,
	output wire cf, 
	output wire of
    );
	 wire [31:0] c_B;
	 wire [32:1]carry;
	 wire p;  
	 wire g;
	 xor(c_B[0], op,B[0]);
	 xor(c_B[1], op,B[1]);
	 xor(c_B[2], op,B[2]);
	 xor(c_B[3], op,B[3]);
	 xor(c_B[4], op,B[4]);
	 xor(c_B[5], op,B[5]);
	 xor(c_B[6], op,B[6]);
	 xor(c_B[7], op,B[7]);
	 xor(c_B[8], op,B[8]);
	 xor(c_B[9], op,B[9]);
	 xor(c_B[10], op,B[10]);
	 xor(c_B[11], op,B[11]);
	 xor(c_B[12], op,B[12]);
	 xor(c_B[13], op,B[13]);
	 xor(c_B[14], op,B[14]);
	 xor(c_B[15], op,B[15]);
	 xor(c_B[16], op,B[16]);
	 xor(c_B[17], op,B[17]);
	 xor(c_B[18], op,B[18]);
	 xor(c_B[19], op,B[19]);
	 xor(c_B[20], op,B[20]);
	 xor(c_B[21], op,B[21]);
	 xor(c_B[22], op,B[22]);
	 xor(c_B[23], op,B[23]);
	 xor(c_B[24], op,B[24]);
	 xor(c_B[25], op,B[25]);
	 xor(c_B[26], op,B[26]);
	 xor(c_B[27], op,B[27]);
	 xor(c_B[28], op,B[28]);
	 xor(c_B[29], op,B[29]);
	 xor(c_B[30], op,B[30]);
	 xor(c_B[31], op,B[31]);
	CLA16bits cla16b0(A[15:0], c_B[15:0],op, sum[15:0], carry[16:1]);
	CLA16bits cla16b1(A[31:16], c_B[31:16],carry[16],sum[31:16],carry[32:17]);
	assign sf=sum[31];
	assign cf=carry[32];
	xor (of,carry[32], carry[31]);
endmodule
`timescale 1ns / 1ps
module CLA4bits(
	input wire [3:0] A,
	input wire [3:0] B,
	input wire c,
	output wire [3:0] sum,
	output wire [4:1] carry,
	output wire p,
	output wire g
    );
	wire [3:0] pp;
	wire [3:0] gg;
	PFA pf0(A[0],B[0],c,sum[0],pp[0],gg[0]);
	PFA pf1(A[1],B[1],carry[1],sum[1],pp[1],gg[1]);	
	PFA pf2(A[2],B[2],carry[2],sum[2],pp[2],gg[2]);
	PFA pf3(A[3],B[3],carry[3],sum[3],pp[3],gg[3]);
	CLA cl0(pp, gg, c, carry, p, g);
endmodule
`timescale 1ns / 1ps
module PFA(
	input wire A,
	input wire B,
	input wire c,
	output wire sum,
	output wire p,
	output wire g
    );
	xor(p, A, B);
	and (g, A, B);
	xor (sum, p, c);
endmodule
### design/flow/run.sh
#!/bin/bash
# OpenROAD 26Q1-2900-gdf79404cd8, Yosys 0.63+post, stock flow scripts
make -C /OpenROAD-flow-scripts/flow DESIGN_CONFIG=/design/flow/config.mk WORK_HOME=/design/flow/orfs finish
### design/flow/config.mk
export PLATFORM = sky130hd
export DESIGN_NAME = ALU
export DESIGN_NICKNAME = ALU
export VERILOG_FILES = /design/flow/design.v
export SDC_FILE = /design/flow/constraint.sdc
export NUM_CORES = 4
export LEC_CHECK = 1
export CORE_AREA = 10 10 99 99
export DIE_AREA = 0 0 109 109
### design/flow/constraint.sdc
current_design ALU

set clk_period 25.9
set clk_io_pct 0.2

create_clock -name clk0 -period $clk_period

set non_clock_inputs [all_inputs -no_clocks]
set_input_delay [expr $clk_period * $clk_io_pct] -clock clk0 $non_clock_inputs
set_output_delay [expr $clk_period * $clk_io_pct] -clock clk0 [all_outputs]
==> results.py <==
# Flow results
metrics = {
    "placement": {
        "hpwlAfterDp_mm": 5.699,
        "routabilityCongestion": 0.8478,
        "port_buffers": 98,
    },
    "clocking": {
        "cts_hold_buf": 0,
        "post_cts_buffers": 0,
        "ctsResizeCount": 0,
    },
    "die": {
        "die-height_um": 109,
        "coreArea_sq_mm": 0.007727,
        "initCoreUtil": 0.2769,
        "dieArea_sq_mm": 0.01188,
        "die_width_um": 109,
        "placement_rows": 32,
        "io_pins": 99,
    },
    "final_timing": {
        "slew_violations": 0,
        "slew_headroom": 0.5799,
        "rsz0062_at_grt": "no",
        "setup_viol": 0,
        "tns_ns": 0,
        "min_period_over_period": 0.5864,
        "max_freq_mhz": 65.84,
        "holdWs_ns": 11.43,
        "worst_pin_slew_ns": 0.6273,
        "hold_viol": 0,
        "fin_crit_ns": 15.19,
    },
    "worst_setup_path": {
        "cp_common_cell": "and4_1",
        "max_stage_delay_ns": 0.47,
        "criticalPathCategory": "in -> out",
        "worst-path-buf-inv": 3,
        "end_kind": "output port",
        "cp_cell_sequence": "buf_2 > buf_4 > xor2_1 > ha_1 > and3_1 > and3b_1 > a211oi_1 > o21ai_0 > a311o_1 > and2_4 > fa_1 > xor2_1 > nand4_1 > nor4_1 > and4_1 > and4_1 > and4_1 > nand4_1 > clkdlybuf4s50_1",
        "cp-start-kind": "primary input",
        "worst_path_max_delay_cell": "buf_4",
        "critPathMaxFanout": 35,
        "cp.required_ns": 20.72,
        "arrival_ns": 10.01,
        "path_delay_family": "simple AND/OR/NAND/NOR gates",
    },
    "power": {
        "p_per_area_mw_per_mm2": 36.73,
        "p_comb_frac": 1.000,
        "intPower_mw": 0.06390,
        "ir_drop_uv": 13.10,
        "p_switching_mw": 0.04600,
        "swShare": 0.4185,
        "power_frac_clock": 0,
        "seq_power_share": 0,
        "p_leak_nw": 1.232,
    },
    "route": {
        "antenna_cells": 0,
        "firstDrtPassIters": 4,
        "ant_nets": 0,
        "drc": 0,
        "drt_iter0_markers": 67,
        "wl_per_cell_um": 14.78,
        "wl_mm": 6.383,
        "viasPerCell": 4.669,
        "num_vias": 2017,
    },
    "run": {
        "max-cap-violations": 0,
        "tool_warnings": 33,
    },
    "global_routing": {
        "gr-total-overflow": 0,
        "grt_pass1_wl_mm": 10.17,
        "gr-usage-all-layers": 0.1050,
        "grt_pass1_vias": 2008,
        "antenna_found_initial": 0,
        "grt_max_degree": 36,
    },
    "run_status": {
        "status": "finished, final reports clean",
    },
    "synth": {
        "largest_area_cell": "ha_1",
        "synth.avg_cell_area_sq_um": 8.013,
        "top_area_frac": 0.1813,
        "ys_area_sq_mm": 0.002140,
        "ys_cells": 267,
        "synth_cells": 267,
        "ys_types": 47,
        "ys_seq_share": 0,
        "ys_warn_count": 1,
        "ys_top_cells_by_area": "ha_1 18%, xor2_1 18%, buf_4 12%, fa_1 6.5%, xnor2_1 5.3%",
        "syn-cell-area_sq_mm": 0.002140,
    },
    "layout": {
        "nClkBuffers": 0,
        "ff_latch_area_sq_um": 0,
        "drive_gt1_frac": 0.02727,
        "syn2layout_area_growth_pct": 39.82,
        "n_fill_cell": 782,
        "ff_count": 0,
    },
    "hold_path": {
        "holdCritPathClass": "in -> out",
    },
}
==> power groups by stage <==
stage / combinational [mW] / clock [mW] / sequential, mW
final: 0.110 / 0 / 0
after global routing: 0.123 / 0 / 0
after CTS: 0.113 / 0 / 0
==> metrics by stage <==
stage	worst slack (ns)	utilization	power (mW)	instance area (sq um)	instances
final	10.71	0.3871	0.1099	2992	432
after global routing	10.25	0.3871	0.1230	2992	432
after CTS	10.62	0.3871	0.1130	2992	432
after detailed placement	10.63	0.3871	0.1121	2992	432
after global placement	10.68	0.3871	0.1120	2992	432
after floorplan	11.69	-	0.07450	2140	267
==> Yosys cell counts, drive strengths merged (3+ instances only) <==
library cell,count
xor2,44
buf,36
ha,31
xnor2,13
a21oi,12
nor2,11
nand2,10
o21ai,9
a211oi,8
nand4,8
nor3,8
a31oi,7
fa,7
inv,7
a21o,6
nand2b,4
nand3,4
nor4,4
or4,4
and2,3
and3,3
and4,3
nor2b,3
or3,3
==> worst paths after layout <==
kind,start,to,slack (ns),cells past startpoint
setup / recovery,op[0],zero,10.71,19
hold / removal,op[0],res[0],11.43,4
==> layout by cell type (no fill, tap or decap), drive strengths merged, types with 2 or more instances in the layout <==
cell and instances:
or4 4, o311ai 2, xnor2 13, nor3 8, a211oi 8, a21o 6
nor2 11, xor2 44, and2 3, nand4 8, and3 3, fa 7
o21ai 9, nor2b 3, nor4 4, nand3 4, or2 2, ha 31
and4 3, clkdlybuf4s50 97, nand2b 4, o211ai 2, or3 3, inv 7
a21oi 12, buf 2, a31oi 7, nand2 10
==> final cells by class <==
type / instances / area (sq um) / share of cell area
multi-input combinational: 224 / 1854 / 0.6198
tap: 102 / 127.6 / 0.04266
timing repair buffer: 99 / 983.4 / 0.3287
inverter: 7 / 26.28 / 0.008783
==> metal layers <==
layer,vias up,global-route usage,part of all wire
met3,0,0.02748,0.081
met1,892,0.1475,0.47
met5,-,0,0
li1,1070,-,-
met4,0,0,0
met2,55,0.1684,0.45
==> logic make-up after synthesis <==
| family | synth area share |
|---|---|
| xor+xnor | 0.2333 |
| buf+inv | 0.1333 |
| simple gates | 0.1860 |
| compound gates | 0.1959 |
| fa+ha+maj | 0.2468 |
| mux | 0.004679 |
Power and IR drop assume default switching activity.
